==> flow/design.v <==
module alu(
  input   [4:0] aluop_i,
  input   [31:0]src0_i, 
  input   [31:0]src1_i, 
  output  reg[63:0]aluout_o,
  output  reg zero_o
  );
reg [31:0]logic_rlt;
reg [31:0]shift_rlt;
reg [31:0]arith_rlt;
wire [63:0]mul_rlt;
wire [63:0]div_rlt;
always@(*)
begin
  case (aluop_i)
    5'd9:
        logic_rlt = src0_i & src1_i;
	  5'd11:
		    logic_rlt = src0_i | src1_i;
	  5'd10:
		    logic_rlt = ~(src0_i | src1_i);
	  5'd12:	
		    logic_rlt = {src1_i[15:0], 16'd0};
	  default:
		    logic_rlt = 32'b0;
  endcase
end  
always@(*)
begin
  case (aluop_i)
    5'd13:
        shift_rlt = src1_i<<src0_i[4:0];
	  5'd14:
		    shift_rlt = src1_i>>src0_i[4:0];
	  5'd15:
		    shift_rlt = src1_i>>src0_i[4:0] | ({32{src1_i[31]}}<<(6'd32-{1'b0,src0_i[4:0]}));
	  default:
		    shift_rlt = 32'b0;
  endcase
end
reg [31:0]tmp_difference;
always@(*)
begin
  tmp_difference=src0_i-src1_i;
  case (aluop_i)
    5'd1:
        arith_rlt = src0_i+src1_i;
    5'd2:
        arith_rlt = tmp_difference;
    5'd3:
        arith_rlt = (
                        (src0_i[31] && !src1_i[31])
                    ||  (!src0_i[31] && !src1_i[31] && tmp_difference[31])
                    ||  (src0_i[31] && src1_i[31] && tmp_difference[31])
                    )? 32'd1:32'd0;
    5'd4:
        arith_rlt = {31'd0,src0_i<src1_i};
    default:
        arith_rlt = 32'd0;
  endcase
end
wire  [31:0]tmp_src0=(aluop_i==5'd7 && src0_i[31])? (-src0_i) : src0_i;
wire  [31:0]tmp_src1=(aluop_i==5'd7 && src1_i[31])? (-src1_i) : src1_i;
wire  [63:0]tmp_mul_rlt=tmp_src0*tmp_src1;
assign  mul_rlt=(aluop_i==5'd7 && (src0_i[31]^src1_i[31]))?-tmp_mul_rlt:tmp_mul_rlt;
wire  [31:0]tmp_op0=(aluop_i==5'd5 && src0_i[31])? (-src0_i) : src0_i;
wire  [31:0]tmp_op1=(aluop_i==5'd5 && src1_i[31])? (-src1_i) : src1_i;
wire  [32:0]div_temp1 = {32'd0,tmp_op0[31]}-{1'b0,tmp_op1};
wire  [64:0]dividend1 = (div_temp1[32] == 1'b1)? {31'd0,tmp_op0 , 2'd0} :  {div_temp1[31:0] , tmp_op0[30:0] , 2'd1};
wire 	[32:0]div_temp2 = {1'b0,dividend1[63:32]} - {1'b0,tmp_op1};
wire  [64:0]dividend2 = (div_temp2[32] == 1'b1)?  {dividend1[63:0] , 1'b0}  : {div_temp2[31:0] , dividend1[31:0] , 1'b1};
wire 	[32:0]div_temp3 = {1'b0,dividend2[63:32]} - {1'b0,tmp_op1};
wire  [64:0]dividend3 = (div_temp3[32] == 1'b1)?  {dividend2[63:0] , 1'b0}  : {div_temp3[31:0] , dividend2[31:0] , 1'b1};
wire 	[32:0]div_temp4 = {1'b0,dividend3[63:32]} - {1'b0,tmp_op1};
wire  [64:0]dividend4 = (div_temp4[32] == 1'b1)?  {dividend3[63:0] , 1'b0}  : {div_temp4[31:0] , dividend3[31:0] , 1'b1};
wire 	[32:0]div_temp5 = {1'b0,dividend4[63:32]} - {1'b0,tmp_op1};
wire  [64:0]dividend5 = (div_temp5[32] == 1'b1)?  {dividend4[63:0] , 1'b0}  : {div_temp5[31:0] , dividend4[31:0] , 1'b1};
wire 	[32:0]div_temp6 = {1'b0,dividend5[63:32]} - {1'b0,tmp_op1};
wire  [64:0]dividend6 = (div_temp6[32] == 1'b1)?  {dividend5[63:0] , 1'b0}  : {div_temp6[31:0] , dividend5[31:0] , 1'b1};
wire 	[32:0]div_temp7 = {1'b0,dividend6[63:32]} - {1'b0,tmp_op1};
wire  [64:0]dividend7 = (div_temp7[32] == 1'b1)?  {dividend6[63:0] , 1'b0}  : {div_temp7[31:0] , dividend6[31:0] , 1'b1};
wire 	[32:0]div_temp8 = {1'b0,dividend7[63:32]} - {1'b0,tmp_op1};
wire  [64:0]dividend8 = (div_temp8[32] == 1'b1)?  {dividend7[63:0] , 1'b0}  : {div_temp8[31:0] , dividend7[31:0] , 1'b1};
wire 	[32:0]div_temp9 = {1'b0,dividend8[63:32]} - {1'b0,tmp_op1};
wire  [64:0]dividend9 = (div_temp9[32] == 1'b1)?  {dividend8[63:0] , 1'b0}  : {div_temp9[31:0] , dividend8[31:0] , 1'b1};
wire 	[32:0]div_temp10 = {1'b0,dividend9[63:32]} - {1'b0,tmp_op1};
wire  [64:0]dividend10 = (div_temp10[32] == 1'b1)?  {dividend9[63:0] , 1'b0}  : {div_temp10[31:0] , dividend9[31:0] , 1'b1};
wire 	[32:0]div_temp11 = {1'b0,dividend10[63:32]} - {1'b0,tmp_op1};
wire  [64:0]dividend11 = (div_temp11[32] == 1'b1)?  {dividend10[63:0] , 1'b0}  : {div_temp11[31:0] , dividend10[31:0] , 1'b1};
wire 	[32:0]div_temp12 = {1'b0,dividend11[63:32]} - {1'b0,tmp_op1};
wire  [64:0]dividend12 = (div_temp12[32] == 1'b1)?  {dividend11[63:0] , 1'b0}  : {div_temp12[31:0] , dividend11[31:0] , 1'b1};
wire 	[32:0]div_temp13 = {1'b0,dividend12[63:32]} - {1'b0,tmp_op1};
wire  [64:0]dividend13 = (div_temp13[32] == 1'b1)?  {dividend12[63:0] , 1'b0}  : {div_temp13[31:0] , dividend12[31:0] , 1'b1};
wire 	[32:0]div_temp14 = {1'b0,dividend13[63:32]} - {1'b0,tmp_op1};
wire  [64:0]dividend14 = (div_temp14[32] == 1'b1)?  {dividend13[63:0] , 1'b0}  : {div_temp14[31:0] , dividend13[31:0] , 1'b1};
wire 	[32:0]div_temp15 = {1'b0,dividend14[63:32]} - {1'b0,tmp_op1};
wire  [64:0]dividend15 = (div_temp15[32] == 1'b1)?  {dividend14[63:0] , 1'b0}  : {div_temp15[31:0] , dividend14[31:0] , 1'b1};
wire 	[32:0]div_temp16 = {1'b0,dividend15[63:32]} - {1'b0,tmp_op1};
wire  [64:0]dividend16 = (div_temp16[32] == 1'b1)?  {dividend15[63:0] , 1'b0}  : {div_temp16[31:0] , dividend15[31:0] , 1'b1};
wire 	[32:0]div_temp17 = {1'b0,dividend16[63:32]} - {1'b0,tmp_op1};
wire  [64:0]dividend17 = (div_temp17[32] == 1'b1)?  {dividend16[63:0] , 1'b0}  : {div_temp17[31:0] , dividend16[31:0] , 1'b1};
wire 	[32:0]div_temp18 = {1'b0,dividend17[63:32]} - {1'b0,tmp_op1};
wire  [64:0]dividend18 = (div_temp18[32] == 1'b1)?  {dividend17[63:0] , 1'b0}  : {div_temp18[31:0] , dividend17[31:0] , 1'b1};
wire 	[32:0]div_temp19 = {1'b0,dividend18[63:32]} - {1'b0,tmp_op1};
wire  [64:0]dividend19 = (div_temp19[32] == 1'b1)?  {dividend18[63:0] , 1'b0}  : {div_temp19[31:0] , dividend18[31:0] , 1'b1};
wire 	[32:0]div_temp20 = {1'b0,dividend19[63:32]} - {1'b0,tmp_op1};
wire  [64:0]dividend20 = (div_temp20[32] == 1'b1)?  {dividend19[63:0] , 1'b0}  : {div_temp20[31:0] , dividend19[31:0] , 1'b1};
wire 	[32:0]div_temp21 = {1'b0,dividend20[63:32]} - {1'b0,tmp_op1};
wire  [64:0]dividend21 = (div_temp21[32] == 1'b1)?  {dividend20[63:0] , 1'b0}  : {div_temp21[31:0] , dividend20[31:0] , 1'b1};
wire 	[32:0]div_temp22 = {1'b0,dividend21[63:32]} - {1'b0,tmp_op1};
wire  [64:0]dividend22 = (div_temp22[32] == 1'b1)?  {dividend21[63:0] , 1'b0}  : {div_temp22[31:0] , dividend21[31:0] , 1'b1};
wire 	[32:0]div_temp23 = {1'b0,dividend22[63:32]} - {1'b0,tmp_op1};
wire  [64:0]dividend23 = (div_temp23[32] == 1'b1)?  {dividend22[63:0] , 1'b0}  : {div_temp23[31:0] , dividend22[31:0] , 1'b1};
wire 	[32:0]div_temp24 = {1'b0,dividend23[63:32]} - {1'b0,tmp_op1};
wire  [64:0]dividend24 = (div_temp24[32] == 1'b1)?  {dividend23[63:0] , 1'b0}  : {div_temp24[31:0] , dividend23[31:0] , 1'b1};
wire 	[32:0]div_temp25 = {1'b0,dividend24[63:32]} - {1'b0,tmp_op1};
wire  [64:0]dividend25 = (div_temp25[32] == 1'b1)?  {dividend24[63:0] , 1'b0}  : {div_temp25[31:0] , dividend24[31:0] , 1'b1};
wire 	[32:0]div_temp26 = {1'b0,dividend25[63:32]} - {1'b0,tmp_op1};
wire  [64:0]dividend26 = (div_temp26[32] == 1'b1)?  {dividend25[63:0] , 1'b0}  : {div_temp26[31:0] , dividend25[31:0] , 1'b1};
wire 	[32:0]div_temp27 = {1'b0,dividend26[63:32]} - {1'b0,tmp_op1};
wire  [64:0]dividend27 = (div_temp27[32] == 1'b1)?  {dividend26[63:0] , 1'b0}  : {div_temp27[31:0] , dividend26[31:0] , 1'b1};
wire 	[32:0]div_temp28 = {1'b0,dividend27[63:32]} - {1'b0,tmp_op1};
wire  [64:0]dividend28 = (div_temp28[32] == 1'b1)?  {dividend27[63:0] , 1'b0}  : {div_temp28[31:0] , dividend27[31:0] , 1'b1};
wire 	[32:0]div_temp29 = {1'b0,dividend28[63:32]} - {1'b0,tmp_op1};
wire  [64:0]dividend29 = (div_temp29[32] == 1'b1)?  {dividend28[63:0] , 1'b0}  : {div_temp29[31:0] , dividend28[31:0] , 1'b1};
wire 	[32:0]div_temp30 = {1'b0,dividend29[63:32]} - {1'b0,tmp_op1};
wire  [64:0]dividend30 = (div_temp30[32] == 1'b1)?  {dividend29[63:0] , 1'b0}  : {div_temp30[31:0] , dividend29[31:0] , 1'b1};
wire 	[32:0]div_temp31 = {1'b0,dividend30[63:32]} - {1'b0,tmp_op1};
wire  [64:0]dividend31 = (div_temp31[32] == 1'b1)?  {dividend30[63:0] , 1'b0}  : {div_temp31[31:0] , dividend30[31:0] , 1'b1};
wire 	[32:0]div_temp32 = {1'b0,dividend31[63:32]} - {1'b0,tmp_op1};
wire  [64:0]dividend32 = (div_temp32[32] == 1'b1)?  {dividend31[63:0] , 1'b0}  : {div_temp32[31:0] , dividend31[31:0] , 1'b1};
assign div_rlt[63:32]=(aluop_i==5'd5 && (src0_i[31]^dividend32[64]))? -dividend32[64:33]  : dividend32[64:33];
assign div_rlt[31:0] =(aluop_i==5'd5 && (src0_i[31]^src1_i[31]))? -dividend32[31:0] : dividend32[31:0];
always@(*)
begin
  case(aluop_i)
    5'd0:
        aluout_o=64'd0;
    5'd1,
    5'd2,
    5'd3,
    5'd4:
        aluout_o={32'd0,arith_rlt};
    5'd5,
    5'd6:
        aluout_o=div_rlt;
    5'd7,
    5'd8:
        aluout_o=mul_rlt;
    5'd9,
    5'd10,
    5'd11,
    5'd12:
        aluout_o=logic_rlt;
    5'd13,
    5'd14,
    5'd15:
        aluout_o=shift_rlt;
  endcase
  zero_o=(aluout_o==64'd0);
end
endmodule
==> flow/run.sh <==
#!/bin/bash
# OpenROAD 26Q1-2900-gdf79404cd8, Yosys 0.63+post, stock flow scripts
make -C /OpenROAD-flow-scripts/flow DESIGN_CONFIG=/design/flow/config.mk WORK_HOME=/design/flow/orfs finish
==> flow/config.mk <==
export PLATFORM = sky130hd
export DESIGN_NAME = alu
export DESIGN_NICKNAME = alu
export VERILOG_FILES = /design/flow/design.v
export SDC_FILE = /design/flow/constraint.sdc
export NUM_CORES = 4
export LEC_CHECK = 1
export CORE_UTILIZATION = 40
export SYNTH_HDL_FRONTEND = slang
==> flow/constraint.sdc <==
current_design alu

set clk_period 245.5
set clk_io_pct 0.2

create_clock -name clk0 -period $clk_period

set non_clock_inputs [all_inputs -no_clocks]
set_input_delay [expr $clk_period * $clk_io_pct] -clock clk0 $non_clock_inputs
set_output_delay [expr $clk_period * $clk_io_pct] -clock clk0 [all_outputs]
==> summary.txt <==
P_leak = 54.9 nW
PostCTS Resize Cnt = 0
initial antenna violation count = 84
Hold Buf Count CTS = 0
post-route insts no fill = 18.7k
Req. time, crit path = 196.40 ns
die x size = 520 um
placed insts = 18.7k
crit end category = primary output
post-layout min period = 215.25 ns
Post-synth EDFFs = 0
Sw Ratio = 62.5%
cycle use final = 87.7%
failing checks = max-capacitance violations, max-slew violations
Slew Limit Fails = 1
Hold/Removal Path Class = input pin to primary output
Routed WL = 545000 um
Slew @ Worst Pin = 1.49 ns
Setup crit start kind = input pin
# fillers = 27.9k
hold path depth = 9
Max Cap Violations = 1
worst setup path class = input pin to primary output
delay of the slowest cell on the worst path = 1.23 ns
Switch Pwr = 488 mW
global-route wire length before repair = 782000 um
Die Y-Extent = 520 um
post-route ant nets = 0
status = finished, violations left
IO buf count = 134
CP max-delay cell = nor3_1
setup TNS = 0 ns
hold_sp = aluop_i[4]
# Cells Yosys = 15.2k
most frequent cell on the critical path = ha_1
Total GRT Usage = 40.8%
routability congestion estimate = 1.12
Slew HR = -0.310%
setup bufs post-CTS = 0
synth warn = 0
Critical Path AT = 166.15 ns
syn_area_per_cell = 7.09 sq um
first drt pass iteration count = 10
count of unclocked register or latch pins = 64
pre-placement core utilization = 40.4%
# rows = 189
DP HPWL = 445000 um
initial drt markers = 10.9k
Via Count = 116k
Final Setup Violations = 0
worst vdd ir = 7080 uV
Syn Inst Count = 15.2k
Commonest Layout Cell = nand2_1
Tool Warnings = 96
DR DRC count = 0
area growth from synthesis to layout = 7.37%
Post-synth top flop = dlxtp_1
endpoints left unconstrained = 128
Die ar. = 271000 sq um
unrepaired setup endpoints after global routing = no
Power Density = 6760 nW/um^2
Seq cells post-synth = 64
Vias/cell = 6.18
ys async rst share = 0%
yosys stat area = 108000 sq um
Pint = 293 mW
Yosys cell types = 109
CP Max Fanout = 45
achievable clock frequency = 4.65 MHz
Hold Violations, Final = 0
IO Count = 134
share of layout cells above drive strength 1 = 5.76%
vias in the first global route = 111k
Post-Syn Area = 108000 sq um
core footprint = 266000 sq um
Routed WL per cell = 29.1 um
pin count of the biggest net entering global routing = 66
max reg flops = 64
grt ovf = 0
hold endpoint = zero_o
Top cells excl fill/tap = nand2_1 (2088), inv_1 (1457), nor2_1 (1416)
==> cells in the mapped netlist, types with 67 or more instances <==
cell | number | share of area, %
a21oi_1 | 1058 | 4.9
nand2_1 | 2089 | 7.3
o22ai_1 | 69 | 0.40
a21o_1 | 459 | 3.2
nor2_1 | 1437 | 5.0
o31ai_1 | 115 | 0.80
nor3_1 | 345 | 1.6
clkbuf_1 | 479 | 1.7
buf_1 | 81 | 0.28
and3_1 | 111 | 0.65
nand2b_1 | 171 | 1.0
o21ai_0 | 838 | 3.9
xnor2_1 | 760 | 6.2
mux2i_1 | 120 | 1.1
mux2_2 | 94 | 0.98
nor2b_1 | 161 | 0.94
inv_1 | 1460 | 5.1
nand3_1 | 260 | 1.2
o21bai_1 | 110 | 0.77
nand4_1 | 86 | 0.50
o211ai_1 | 135 | 0.94
a211oi_1 | 131 | 0.91
xor2_1 | 307 | 2.5
a31oi_1 | 163 | 0.95
fa_1 | 930 | 17
or2_2 | 70 | 0.41
o21a_1 | 299 | 2.1
ha_1 | 1357 | 16
a21boi_0 | 78 | 0.54
and2_1 | 137 | 0.80
nor4_1 | 67 | 0.39
or3_1 | 150 | 0.87
==> how the worst max path moves through the flow <==
stage	startpoint	end	slack, ns	depth (start not counted)
finish	src1_i[1]	zero_o	30.25	391
global route	src1_i[1]	zero_o	24.92	408
CTS	src1_i[1]	zero_o	33.34	399
==> logic make-up after synthesis <==
group | share of synthesized area [%]
fa+ha+maj | 33.1
xor+xnor | 8.69
compound gates | 26.1
buf+inv | 7.20
latches | 0.894
simple gates | 21.9
other cells | 0.00349
mux | 2.14
==> worst max-delay path: cells and delay by family <==
family / cells / cell delay [ns]
buffers and inverters: 40 / 11.96
multiplexers: 3 / 1.01
AND-OR/OR-AND: 192 / 54.91
XOR/XNOR: 3 / 0.46
adder cells (fa/ha/maj): 33 / 11.26
AND/OR/NAND/NOR: 120 / 36.86
==> per-layer routing <==
metal / vias up / track usage, % / wire [um]
li1: 53100 / - / -
met4: 28 / 24.9 / 41400
met2: 5859 / 59.2 / 228000
met5: - / 0.632 / 406
met3: 1442 / 10.6 / 53900
met1: 55400 / 54.9 / 221000
==> stage by stage <==
step                hold slack, ns  utilization (%)  power [mW]  cell area, sq um  setup WS (ns)
global route                100.33             43.3         821            115000          24.92
CTS                         100.26             43.3         794            115000          33.34
detailed placement          100.24             43.3         792            115000          33.66
floorplan                    98.95                -         951            108000          48.10
finish                      100.28             43.4         781            115000          30.25
global placement            100.26             43.3         799            115000          34.31
==> layout make-up <==
| class | instances | area, sq um | area share [%] |
|---|---|---|---|
| Sequential cell | 64 | 961 | 0.832 |
| Antenna cell | 34 | 85.1 | 0.0737 |
| Inverter | 1470 | 5520 | 4.78 |
| Timing Repair Buffer | 568 | 4590 | 3.98 |
| Multi-Input combinational cell | 13100 | 99900 | 86.5 |
| Tap cell | 3533 | 4420 | 3.83 |
==> power groups by stage <==
| stage | registers, mW | clock network [mW] | logic, mW |
|---|---|---|---|
| CTS | 0.624 | 0 | 794 |
| global route | 0.561 | 0.0000000123 | 821 |
No activity file was given, so power comes from the tool's default toggle rates.
