==> design/flow/design.v <==
module MUX(d0, d1, d2, d3, s, data_o);
  input [31:0] d0;
  input [31:0] d1;
  input [31:0] d2;
  input [31:0] d3;
  parameter width = 1;
  input [width-1:0]  s; 
  output [31:0] data_o;
  reg [31:0] data;
  always@(*)
  begin
    if (width == 1)
      case (s)
        1'b0: data <= d0;
        1'b1: data <= d1;
        default: data <= 1'b0;
      endcase
    if (width == 2)
      case(s)
        2'b00: data <= d0;
        2'b01: data <= d1;
        2'b10: data <= d2;
        2'b11: data <= d3;
        default: data <= 2'b0;
      endcase
  end
  assign data_o = data;
endmodule
==> design/flow/run.sh <==
#!/bin/bash
# OpenROAD 26Q1-2900-gdf79404cd8, Yosys 0.63+post, stock flow scripts
make -C /OpenROAD-flow-scripts/flow DESIGN_CONFIG=/design/flow/config.mk WORK_HOME=/design/flow/orfs finish
==> design/flow/config.mk <==
export PLATFORM = sky130hd
export DESIGN_NAME = MUX
export DESIGN_NICKNAME = MUX
export VERILOG_FILES = /design/flow/design.v
export SDC_FILE = /design/flow/constraint.sdc
export NUM_CORES = 4
export LEC_CHECK = 1
export CORE_AREA = 10 10 71 71
export DIE_AREA = 0 0 81 81
==> design/flow/constraint.sdc <==
current_design MUX

set clk_period 1.0
set clk_io_pct 0.2

create_clock -name clk0 -period $clk_period

set non_clock_inputs [all_inputs -no_clocks]
set_input_delay [expr $clk_period * $clk_io_pct] -clock clk0 $non_clock_inputs
set_output_delay [expr $clk_period * $clk_io_pct] -clock clk0 [all_outputs]
==> results.txt <==
run metrics: outcome=finished, violations left, failing checks=negative setup slack, Setup WS post-layout=-0.1954 ns, cell accounting for the most synthesized area=mux2_4, n_diodes=0, largest net degree at the start of global routing=11, layout cells sized above 1=52.94%, Max Fanout on Critical Path=7, Core Util, Final=43.18%, Max Slew Vio Count=0, grt ovf=0, placed inst area=1539 sq um, worst hold endpoint=data_o[26], Yosys warning total=1, Finished Layout Cells=184, Tcrit/Tclk final=119.5%, Std-Cell Rows=22, Crit. End Element=output pin, CP max stage delay=0.29 ns, remaining antenna violation count=0, pre-CTS setup slack=-0.5122 ns, slowest CP cell=mux2_4, YS chip area=544.3 sq um, Total GRT Usage=7.538%, Leak=0.8435 nW, RSZ-0062 raised after global routing=true, Vias/cell=3.745, peak supply drop=0.1543 mV, Final Setup Violations=32, Top Ports=161, Worst Setup Start Kind=primary input, Dominant cell area share=82.76%, chip height=81 microns, Post-synth top cells=30 x mux2_4, 3 x buf_12, 2 x mux2_2, 1 x buf_6, Pwr Density=397.6 nW/um^2, synth top area cells=mux2_4 83%, buf_12 11%, mux2_2 4.1%, buf_6 2.1%, Port Buf Inserts=97, drt drc=0, vias=689, Floorplan Utilization=14.98%, worst hold stages=3, final RePlAce weighted congestion=0.8133, WP data arrival=1.00 ns, Hold Path Class=primary input to output pin, Final Hold Viols=0, worst slew pin tran=0.09308 ns, Slew headroom=93.79%, 1st-iter DRT viols=4, Max Fclk=0.8365 GHz, seq_cells=0, placed cell count=179, first-pass GRT wire length=3.919 mm, HP Start=d1[26], max cap viols=0, wire per inst=15.73 microns, area delta synth->final=188.3%, vias in the first global route=730, Syn Std Cell Area=544.3 sq um, final WL=2.895 mm, chip area=6561 sq um, register area share after synthesis=0%, Gate Count Post-Synth=36, final instance area=1569 sq um, Period minus WS final=1.195 ns, drt pass-1 iters=2, post-DP HPWL=2.513 mm, die width=81 microns, fillers=376, Clock Buffer Count=0, core area=3633 sq um, minimum hold slack=0.7002 ns, initial antenna violation count=0, Top cell by count, worst path=buf_12, Crit Path Class=primary input to output pin, OpenROAD warnings=98, crit path DRT=0.80 ns, Post-Syn Area per Cell=15.12 sq um, Seq. cell area=0 sq um, synth unique cells=4, ys cells=36, Synth top cell by count=mux2_4, Cell Chain, Critical Path=buf_12, buf_16, buf_12, mux2_4, buf_6, hold buffers post-CTS=0
routing by layer:
| layer | GRT usage [%] | routed length (microns) |
|---|---|---|
| met1 | 9.614 | 1176 |
| met2 | 12.42 | 1382 |
| met3 | 3.118 | 335 |
| met4 | 0 | 0 |
| met5 | 0 | 0 |
logic make-up after synthesis:
family / share of synthesized area [%]
muxes: 86.90
buffers and inverters: 13.10
critical path, delay by kind of cell:
family / cells / cell delay (ns)
buffers and inverters: 4 / 0.50
muxes: 1 / 0.29
report_power, final:
part | switching [mW] | internal, mW
combinational | 0.138 | 0.486
sequential | 0 | 0
clock | 0 | 0
total | 0.138 | 0.486
cell type report:
| type | instances | area [sq um] | area share (%) |
|---|---|---|---|
| multi-input combinational | 32 | 476.7 | 30.38 |
| tap | 48 | 60.06 | 3.828 |
| timing repair buffer | 104 | 1032 | 65.79 |
repair_timing:
action	CTS	global route
endpoints found under the setup margin	32	32
gates resized	169	12
buffers inserted	3	0
cloned	2	0
through the flow:
stage / total power [mW] / TNS, ns
after floorplan: 0.2063 / 0
after global placement: 0.6584 / -15.72
after detailed placement: 0.6599 / -15.68
after CTS: 0.5985 / -3.250
after global routing: 0.6676 / -3.641
final: 0.6239 / -3.093
how the worst max path moves through the flow:
stage	depth (start not counted)	to	startpoint
CTS	5	data_o[12]	s[0]
global route	5	data_o[28]	s[0]
finish	5	data_o[21]	s[0]
placed cells by master, fill, tap and decap left out, drive strengths merged:
master,Yosys,final
buf,4,40
clkdlybuf4s50,0,10
dlygate4sd2,0,52
dlymetal6s2s,0,2
mux2,32,32
No activity file was given, so power comes from the tool's default toggle rates.
