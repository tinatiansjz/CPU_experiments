==> design/flow/design.v <==
module regfile(
  input clk,
  input rst_n,
  input Regwrite_i,
  input [4:0]wa_i,  
  input [4:0]ra0_i, 
  input [4:0]ra1_i, 
  input [31:0]wd_i, 
  output [31:0]rd0_o,   
  output [31:0]rd1_o    
  );
  reg [31:0] Regfile [31:0];  
  integer    i;
  always@(posedge clk or negedge rst_n)
  begin
    if (!rst_n)
      begin
        for (i = 1'b0; i < 32; i = i+1)
          Regfile[i] = 32'h0;
      end
    else
      begin
        if (Regwrite_i)
          Regfile[wa_i] = (!wa_i)? 32'h0 : wd_i; 
      end
  end
  assign rd0_o = Regfile[ra0_i];
  assign rd1_o = Regfile[ra1_i];
endmodule
==> design/flow/run.sh <==
#!/bin/bash
# OpenROAD 26Q1-2900-gdf79404cd8, Yosys 0.63+post, stock flow scripts
make -C /OpenROAD-flow-scripts/flow DESIGN_CONFIG=/design/flow/config.mk WORK_HOME=/design/flow/orfs finish
==> design/flow/config.mk <==
export PLATFORM = sky130hd
export DESIGN_NAME = regfile
export DESIGN_NICKNAME = regfile
export VERILOG_FILES = /design/flow/design.v
export SDC_FILE = /design/flow/constraint.sdc
export NUM_CORES = 4
export LEC_CHECK = 1
export CORE_UTILIZATION = 50
==> design/flow/constraint.sdc <==
current_design regfile

set clk_period 10.1
set clk_io_pct 0.2

create_clock -name clk0 -period $clk_period [get_ports {clk}]

set non_clock_inputs [all_inputs -no_clocks]
set_input_delay [expr $clk_period * $clk_io_pct] -clock clk0 $non_clock_inputs
set_output_delay [expr $clk_period * $clk_io_pct] -clock clk0 [all_outputs]
==> results.txt <==
Results of the flow run.

The detail-routed net length per standard cell stands at 40.60 um. Per the post-synthesis report, the number of cells in the design is 5494. The initial standard-cell utilization of the core stands at 0.5066. The first global-routing pass estimated 382000 um of wire. The flow ran to the end, and the final reports show no timing, DRC or antenna violations. The registers of the reported paths see a clock transition of 60 ps. The placed wire-length estimate stands at 167400 um. The netlist area before placement stands at 0.04921 mm2. Across all checked pins, the minimum headroom to the slew limit is 0.1611. The net switching power in the latest report is 3.510 mW. Per STA, the library cell used most along the worst path is sky130_fd_sc_hd__buf_4. The transition time at the pin with the least slew margin stands at 1256 ps. The shortest clock period the worst path allows after layout stands at 8446 ps.

The internal power contribution stands at 7.930 mW. The final layout reports a setup TNS of 0 ps. Per the detailed-route log, wirelength across all metal layers totals 277000 um.

In the final report, the number of hold violations comes to 0. The flip-flop count of the largest register, all copies and words added stands at 1024. TritonCTS created 109 clock buffers. The share of cells above drive strength 1 stands at 0.1028.

The library cell used most frequently in the layout, excluding fill and tap cells, is sky130_fd_sc_hd__nand2_1. Detailed-route iteration 0 reported a violation count of 7134. Warnings raised by the tools during the run amount to 36. The die covers 0.09968 mm2.

The remaining design rule violation count stands at 0. Per the detail_route report, vias per standard cell equal 7.347. The share of flip-flops with an asynchronous set or reset after synthesis stands at 1.000. The maximum level of the CTS H-tree stands at 3. The synthesis log from Yosys contains 2 warnings. The detailed router used layers up to and including met5. TritonCTS built the clock tree. The floorplan has 114 rows.

The yosys cell count stands at 5494. Switching power as a fraction of the total was reported as 0.3069. The clock network latency to the later pin of the worst-skew pair stands at 710 ps. The setup clock skew after layout stands at 0 ps.

The standby leakage power stands at 24.77 nW. In this run the tool buffered the top-level ports with 113 buffer cells. The required time at the worst endpoint is listed as 8080 ps. Per the post-run analysis, buffers plus inverters along the critical path come to 4. The synthesized area per cell stands at 8.957 um2. The count of instances resized after the clock tree is built stands at 0. CTS saw 1024 sinks. The number of antenna violations at the first check in global routing stands at 20. The chip area estimate from yosys synthesis stands at 0.04921 mm2. Max-slew check failures listed in the final report amount to 0. Among all flip-flop cells after synthesis, the most frequent one is sky130_fd_sc_hd__dfrtp_1. The largest net degree at the start of global routing stands at 122. STA classifies the critical path endpoint as an output pin. In this run the horizontal extent of the chip is 315.7 um.

The cell sequence reported for the critical path is buf_2, buf_4, nand2_1, nor2_4, buf_4, a22oi_1, nand4_1, nor2_1, a21oi_1, clkdlybuf4s50_1. The fraction of power consumed by sequential logic stands at 0.492. Per the run report, area growth between synthesis and finish was 13.97%. STA puts the critical path data arrival time at 6430 ps. The sequential fraction of the synthesis area stands at 0.5207. The total congestion overflow stands at 0. The cell sitting at the root of the clock tree is a sky130_fd_sc_hd__clkbuf_16.

The share of total power dissipated in the clock network is 0.379. The total placed cells including tap cells stands at 6593. The critical-path maximum fanout stands at 35.

Detailed routing inserted a total of 50120 vias. The vertical extent of the die stands at 315.7 um. The distinct cell type count of the synthesized netlist stands at 64. The wire length the detailed router placed on met1 stands at 93040 um. Of the available clock period, the critical path in the final layout requires 0.8362. VDD sags by at most 0.1792 mV. The post-synth count of flops with an enable pin is 0. The ratio of total power to cell area stands at 204.0 mW/mm2. The non-filler instance count after layout stands at 6822. Note that the worst hold path type here is register to register. Per the finish-stage timing summary, setup violations number 0. RePlAce ended its routability-driven mode at a weighted congestion of 1.112. Once synthesis finished, the tally of register bits stood at 1024. The maximum clock insertion buffer count stands at 3. Buffers inserted to repair hold after CTS numbered 0. Grouping stages by cell kind, the critical path spends the most delay in buffers and inverters. The post-CTS setup buffer count stands at 0. The number of nets with antenna violations after routing stands at 0. Setup repair after global routing left no endpoint under its margin. In the setup report, the worst path falls into the class input port to output pin. For this run, the detailed router's first-pass iteration total came to 13. The number of global-route vias before repair was 48059.

Among all stages on the critical path, the largest delay is contributed by sky130_fd_sc_hd__nor2_4. The timing-limited maximum frequency stands at 118.4 MHz. For this design the top-level I/O count stands at 114. The core region is 0.09714 mm2.

In the layout the commonest cells are sky130_fd_sc_hd__nand2_1, sky130_fd_sc_hd__o21ai_0, sky130_fd_sc_hd__dfrtp_1, sky130_fd_sc_hd__a22oi_1, sky130_fd_sc_hd__buf_4. Summed over all nets, wire length on met2 after detailed routing comes to 103600 um. Detailed routing placed a total of 53480 um of wire on met3. The run reported a max-capacitance violation count of 0. The worst setup path is launched from an input port. The delay of the slowest cell on the worst path stands at 800 ps. For this run, the total global-route usage over all layers was measured as 0.5912. The combinational power share stands at 0.129.
[metal layers]
metal	track usage	vias to the layer above
met1	0.7344	23639
met4	0.3725	41
met3	0.4403	1632
li1	-	19819
met2	0.7244	4989
met5	0.05445	-
[stage by stage]
step	total power [mW]	cell area [um2]	util	setup WS, ps	hold WS [ps]
after floorplan	6.132	49210	-	4581	461.8
after global placement	7.028	52180	0.5372	2080	481.3
after detailed placement	7.054	52180	0.5372	2074	491.2
after CTS	11.34	56020	0.5767	2070	506.8
after global routing	11.80	56020	0.5768	1820	529.6
final	11.44	56090	0.5774	1654	505.8
[worst register-to-register path: cells and delay by family (launching register included)]
kind / cells / cell delay (ps)
compound gates: 1 / 100
simple gates: 1 / 100
flops: 1 / 500
[area by class of cell]
class | count | area, um2
fillers | 8289 | 41050
flip-flops and latches | 1024 | 25620
multi-input cells | 3937 | 22050
clock buffers | 149 | 3141
repair buffers | 349 | 2885
well taps | 1276 | 1597
clock inverters | 52 | 691.9
diodes | 28 | 70.07
inverters | 7 | 26.28
[Yosys cell counts, types with 8 or more instances]
master                      instances  area share
sky130_fd_sc_hd__nand2_1         1247       0.095
sky130_fd_sc_hd__o21ai_0         1028        0.10
sky130_fd_sc_hd__dfrtp_1         1024        0.52
sky130_fd_sc_hd__a22oi_1          743        0.11
sky130_fd_sc_hd__clkbuf_1         367       0.028
sky130_fd_sc_hd__nor2_1           153       0.012
sky130_fd_sc_hd__buf_2            131       0.013
sky130_fd_sc_hd__nand4_1          105       0.013
sky130_fd_sc_hd__a21oi_1           90      0.0092
sky130_fd_sc_hd__nor3_1            71      0.0072
sky130_fd_sc_hd__nand3_1           64      0.0065
sky130_fd_sc_hd__a22o_1            39      0.0069
sky130_fd_sc_hd__mux2i_1           38      0.0077
sky130_fd_sc_hd__and2_1            35      0.0044
sky130_fd_sc_hd__a221oi_1          32      0.0057
sky130_fd_sc_hd__mux2_2            25      0.0057
sky130_fd_sc_hd__a222oi_1          22      0.0045
sky130_fd_sc_hd__nor4_1            21      0.0027
sky130_fd_sc_hd__a31oi_1           18      0.0023
sky130_fd_sc_hd__a32oi_1           18      0.0032
sky130_fd_sc_hd__nor2_2            18      0.0023
sky130_fd_sc_hd__a2111oi_0         16      0.0028
sky130_fd_sc_hd__nor2b_1           16      0.0020
sky130_fd_sc_hd__and3_1            13      0.0017
sky130_fd_sc_hd__buf_1             13     0.00099
sky130_fd_sc_hd__buf_4             13      0.0020
sky130_fd_sc_hd__nand2b_1          11      0.0014
sky130_fd_sc_hd__nand3b_1           9      0.0014
sky130_fd_sc_hd__o2bb2ai_1          8      0.0014
[cells by family after synthesis]
family | synth area share
buffers and inverters | 0.04528
AND-OR/OR-AND | 0.2652
flip-flops | 0.5207
multiplexers | 0.01345
AND/OR/NAND/NOR | 0.1554
[path summary, 6_finish.rpt]
| kind | from | to | slack [ps] | depth (start not counted) |
|---|---|---|---|---|
| max in group asynchronous | rst_n | Regfile[4][22] | 6140 | 4 |
| worst max-delay path | ra1_i[4] | rd1_o[5] | 1650 | 10 |
| worst max register to register | Regfile[18][1] | Regfile[18][1] | 9250 | 2 |
| worst min-delay path | Regfile[6][27] | Regfile[6][27] | 510 | 2 |
| worst min register to register | Regfile[6][27] | Regfile[6][27] | 510 | 2 |
| min in group asynchronous | rst_n | Regfile[18][1] | 1290 | 1 |
[power groups by stage]
stage                 Sequential [mW]  Clock [mW]  Combinational, mW
after CTS                        5.58        4.34               1.42
after global routing             5.68        4.49               1.63
final                            5.63        4.34               1.47
No activity file was given, so power comes from the tool's default toggle rates.
