===== design/flow/design.v =====
module FU(
  input [31:0]Instr_id, 
  input [4:0] Rs_id, 
  input       Jump_id,
  input [4:0] Rs_ex,
  input [4:0] Rt_ex,
  input [4:0] Rd_ex,
  input [4:0] Rd_mem,
  input [4:0] Rd_wb,
  input [5:0] op_id,
  input [5:0] op_ex,
  input       MemWrite_ex,
  input       RegWrite_ex,
  input       First_mem,
  input       RegWrite_mem,
  input       First_wb,
  input       RegWrite_wb,
  output[1:0] ForwardA_o,
  output[1:0] ForwardB_o,
  output[1:0] ForwardC_o,
  output[1:0] ForwardD_o,
  output[1:0] ForwardE_o,
  output[1:0] ForwardF_o,
  output[1:0] ForwardG_o
  );
  reg [1:0] ForwardA, ForwardB, ForwardC, ForwardD, ForwardE, ForwardF, ForwardG;
  always@(*)
  begin
    if (RegWrite_mem && (Rd_mem != 4'b0) && (Rd_mem == Rs_ex)) 
      ForwardA = 2'd1;
    else if (RegWrite_wb && (Rd_wb != 4'b0) && (Rd_wb == Rs_ex)) 
      ForwardA = 2'd2;
    else ForwardA = 2'd0;
    if (RegWrite_mem && (Rd_mem != 4'b0) && (Rd_mem == Rt_ex) && !op_ex) 
      ForwardB = 2'd1;
    else if (RegWrite_wb && (Rd_wb != 4'b0) && (Rd_wb == Rt_ex) && !op_ex) 
      ForwardB = 2'd2;
    else ForwardB = 2'b0;
    if (RegWrite_mem && (Rd_mem != 4'b0) && (Rd_mem == Rt_ex) && MemWrite_ex) 
      ForwardC = 2'd1;
    else if (RegWrite_wb && (Rd_wb != 4'b0) && (Rd_wb == Rt_ex) && MemWrite_ex) 
      ForwardC = 2'd2;
    else ForwardC = 2'b0;
    if (RegWrite_ex && (Rd_ex != 4'b0) && (Rd_ex == Rs_id) && Jump_id && !op_id) 
      ForwardD = 2'b01;
    else if (RegWrite_mem && (Rd_mem != 4'b0) && (Rd_mem == Rs_id) && Jump_id && !op_id)
      ForwardD = 2'b10;
    else if (RegWrite_wb && (Rd_wb != 4'b0) && (Rd_wb == Rs_id) && Jump_id && !op_id) 
      ForwardD = 2'b11;
    else
      ForwardD = 2'b0;
    if ((op_id == 6'h10) && (Instr_id[25:21] == 5'h4) && (Rd_ex == Instr_id[20:16]) && RegWrite_ex) 
      ForwardE = 2'b01;
    else if((op_id ==  6'h10) && (Instr_id[25:21] == 5'h4) && (Rd_mem == Instr_id[20:16]) && RegWrite_mem)
      ForwardE = 2'b10;
    else if((op_id == 6'h10) && (Instr_id[25:21] == 5'h4) && (Rd_wb == Instr_id[20:16]) && RegWrite_mem)
      ForwardE = 2'b11;
    else
      ForwardE = 2'b00;
    if (First_mem && (Rd_mem != 4'b0) && (Rd_mem == Rs_ex)) 
      ForwardF = 2'd1;
    else if (First_wb && (Rd_wb != 4'b0) && (Rd_wb == Rs_ex)) 
      ForwardF = 2'd2;
    else ForwardF = 2'd0;
    if (First_mem && (Rd_mem != 4'b0) && (Rd_mem == Rt_ex) && !op_ex) 
      ForwardG = 2'd1;
    else if (First_wb && (Rd_wb != 4'b0) && (Rd_wb == Rt_ex) && !op_ex) 
      ForwardG = 2'd2;
    else ForwardG = 2'd0;
  end
  assign ForwardA_o = ForwardA;
  assign ForwardB_o = ForwardB;
  assign ForwardC_o = ForwardC;
  assign ForwardD_o = ForwardD;
  assign ForwardE_o = ForwardE;
  assign ForwardF_o = ForwardF;
  assign ForwardG_o = ForwardG;
endmodule

===== design/flow/run.sh =====
#!/bin/bash
# OpenROAD 26Q1-2900-gdf79404cd8, Yosys 0.63+post, stock flow scripts
make -C /OpenROAD-flow-scripts/flow DESIGN_CONFIG=/design/flow/config.mk WORK_HOME=/design/flow/orfs finish

===== design/flow/config.mk =====
export PLATFORM = sky130hd
export DESIGN_NAME = FU
export DESIGN_NICKNAME = FU
export VERILOG_FILES = /design/flow/design.v
export SDC_FILE = /design/flow/constraint.sdc
export NUM_CORES = 4
export LEC_CHECK = 1
export CORE_AREA = 10 10 88 88
export DIE_AREA = 0 0 98 98

===== design/flow/constraint.sdc =====
current_design FU

set clk_period 2.6
set clk_io_pct 0.2

create_clock -name clk0 -period $clk_period

set non_clock_inputs [all_inputs -no_clocks]
set_input_delay [expr $clk_period * $clk_io_pct] -clock clk0 $non_clock_inputs
set_output_delay [expr $clk_period * $clk_io_pct] -clock clk0 [all_outputs]

==> job_summary.md <==
## Synthesis and layout report

| Metric | Value |
|---|---|
| Inserted Diodes | `0` |
| Leakage | `0.0009160 uW` |
| # DRC | `0` |
| Switching part of the total | `39.99%` |
| DIE HEIGHT | `98 um` |
| Max Clk Rate | `0.3516 GHz` |
| Slack of the critical path | `-0.2444 ns` |
| RSZ-0062 raised after global routing | `true` |
| Post-layout util | `35.29%` |
| Rows | `28` |
| Sequential Power Share | `0%` |
| Post-CTS Hold Buffers | `0` |
| Core area | `5921 um2` |
| Setup CP Type | `in2out` |
| CP Max Fanout | `3` |
| PD cells | `131.4 nW/um2` |
| Final wirelength | `4.244 mm` |
| Yosys cell count | `127` |
| Sequential cell area | `0 um2` |
| Status | `finished with violations` |
| Worst Hold End | `ForwardD_o[1]` |
| Slew Viols, Final | `0` |
| Final Non-Filler Cells | `318` |
| Startpoint Class | `primary input` |
| DP HPWL | `3.890 mm` |
| Vias | `1,265` |
| Post-synthesis sequential area ratio | `0%` |
| Fin crit period | `2.844 ns` |
| Post-layout period usage | `109.4%` |
| Placed cell count | `311` |
| Hold Vio Cnt, Final | `0` |
| DRT iter0 DRCs | `25` |
| Fp util | `14.56%` |
| Hold Startpoint | `Jump_id` |
| DRT antenna net count | `0` |
| Leading area contributor after synthesis | `xnor2_1` |
| Yosys Chip Area | `862.1 um2` |
| Max-Cap Viols | `0` |
| CP required | `2.08 ns` |
| Top cells by count, synth | `29 x xnor2_1, 20 x xor2_1, 12 x nor3_1, 10 x clkbuf_1` |
| Worst setup EP type | `output port` |
| Yosys warnings | `1` |
| Number of OpenROAD warnings | `56` |
| Peak VDD IR | `0.00004470 V` |
| Ports | `95` |
| Most common cell in the synthesized netlist | `xnor2_1` |
| Clk_buf instances | `0` |
| Area delta synth->final | `142.4%` |
| Chip Width | `98 um` |
| Hold Path Class | `in2out` |
| Vias in the first global route | `1,368` |
| Switch Pwr | `109.8 uW` |
| Port Buffer Count | `73` |
| Syn Area/Cell | `6.788 um2` |
| Combinational Power Share | `100.0%` |
| Final setup fails | `2` |
| Least-Margin Pin Slew | `0.2984 ns` |
| TNS Setup | `-0.3866 ns` |
| Share of cells above drive strength 1 | `39.92%` |
| Arrival @ worst endpoint | `2.32 ns` |
| Relative max-transition margin | `79.92%` |
| DR pass1 iterations | `4` |
| Top area cell types | `xnor2_1 29%, xor2_1 20%, nor3_1 7.0%` |
| Congestion Overflow GR | `0` |
| Global-route wire length before repair | `6.651 mm` |
| Full die area | `9604 um2` |
| Min-Delay Path Depth | `6` |
| Mapped Cells | `127` |
| Unique cell types | `28` |
| Internal power | `164.7 uW` |
| Flop count | `0` |
| Vias/cell | `3.978` |
| Clk network pwr share | `0%` |
| Largest net degree at the start of global routing | `5` |
| Failing checks | `negative setup slack` |
| Fin Hold WS | `1.590 ns` |
| Dominant cell area share | `29.46%` |
| Initial antenna violation count | `1` |
| Placer congestion estimate | `0.8063` |
| Tot GR Track Use | `8.263%` |
| Avg WL per Cell | `13.35 um` |
| Mapped cell area | `862.1 um2` |
[cell families (layout without fill, tap and decap cells)]
| logic type | after synthesis | in the layout | share of synthesized area (%) |
|---|---|---|---|
| AND-OR/OR-AND | 7 | 7 | 4.643 |
| AND/OR/NAND/NOR | 58 | 58 | 39.92 |
| buffers and inverters | 13 | 129 | 5.661 |
| XOR/XNOR | 49 | 49 | 49.78 |
[worst max-delay path by stage]
stage | startpoint | end | slack [ns] | cells after the start
4_1_cts | op_id[5] | ForwardD_o[1] | -0.24 | 6
5_1_grt | op_id[5] | ForwardD_o[1] | -0.29 | 6
6_report | op_id[5] | ForwardD_o[1] | -0.24 | 6
[timing repair]
action	4_1_cts	5_1_grt
buffers inserted	7	1
setup endpoints to repair	14	9
resized	105	16
pin swaps	28	12
[layout by cell type, fill, tap and decap left out, drive strengths merged]
master          n
a21oi           1
dlygate4sd2    21
nand4           3
inv             3
nor2            4
a21boi          2
nand3b          1
or2             1
clkbuf          7
nand2b          2
clkdlybuf4s50  29
nand3           8
or3             2
and4            1
clkdlybuf4s15   1
dlymetal6s2s    2
xor2           20
nand4b          1
nor3           12
nor3b           1
and2            1
nor4            8
buf            66
nand2           6
or4b            1
xnor2          29
o21ai           4
or4             5
or4bb           1
[critical path: stages]
cell and delay (ns):
buf_6 0.09, or3_4 0.37, or4_4 0.56, or4_4 0.51, a21boi_2 0.17, buf_2 0.11
[metrics by stage]
step / cell area [um2] / total power (uW) / setup slack, ns
detailed placement: 1994 / 266.6 / -0.8957
global placement: 1994 / 264.5 / -0.8687
global route: 2090 / 296.5 / -0.2915
CTS: 2092 / 277.8 / -0.2379
floorplan: 862.1 / 99.28 / 0.04860
finish: 2090 / 274.5 / -0.2444
[power groups by stage]
stage	Clock (uW)	Sequential, uW	Combinational [uW]
6_report	0	0	275
5_1_grt	0	0	297
4_1_cts	0	0	278
[layout make-up]
| cell class | instances | area (um2) |
|---|---|---|
| Timing Repair Buffer | 126 | 1031 |
| Multi-Input combinational cell | 114 | 953.4 |
| Inverter | 3 | 11.26 |
| Fill cell | 611 | 3831 |
| Tap cell | 75 | 93.84 |
[metal layers]
layer / global-route usage (%) / share of wire [%]
met1: 10.68 / 45
met4: 0 / 0.047
met2: 14.16 / 48
met3: 2.276 / 6.7
met5: 0 / 0.16
Power figures rest on the tool's default switching activity, not on a simulated workload.
