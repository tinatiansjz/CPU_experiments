<file path="flow/config.mk">
export PLATFORM = sky130hd
export DESIGN_NAME = ALUOut
export DESIGN_NICKNAME = ALUOut
export VERILOG_FILES = /design/flow/design.v
export SDC_FILE = /design/flow/constraint.sdc
export NUM_CORES = 4
export LEC_CHECK = 1
export CORE_UTILIZATION = 30
</file>
<file path="flow/constraint.sdc">
current_design ALUOut

set clk_period 1.0
set clk_io_pct 0.2

create_clock -name clk0 -period $clk_period [get_ports {clk}]

set non_clock_inputs [all_inputs -no_clocks]
set_input_delay [expr $clk_period * $clk_io_pct] -clock clk0 $non_clock_inputs
set_output_delay [expr $clk_period * $clk_io_pct] -clock clk0 [all_outputs]
</file>
<file path="flow/design.v">
module ALUOut(
  input clk,
  input rst_n,
  input [63:0] ALU_result_i, 
  output [63:0] ALU_result_o
  );
  reg [63:0] ALUOut;
  always@(posedge clk or posedge rst_n)
  begin
    if (rst_n)
      ALUOut <= 64'h0;
    else
      ALUOut <= ALU_result_i;
  end
  assign ALU_result_o = ALUOut;
endmodule
</file>
<file path="flow/run.sh">
#!/bin/bash
# OpenROAD 26Q1-2900-gdf79404cd8, Yosys 0.63+post, stock flow scripts
make -C /OpenROAD-flow-scripts/flow DESIGN_CONFIG=/design/flow/config.mk WORK_HOME=/design/flow/orfs finish
</file>
==> impl_metrics.ini <==
; synthesis and place-and-route metrics
[status]
outcome = complete, no violations

[floorplan]
fp.dieH_um = 75.2
chipArea_um2 = 5650
ios = 130
dieWidth_um = 75.2
fp_util_pct = 31.2
rows = 26
core_area_um2 = 5140

[layout]
drive_gt1_share_pct = 39.2
areaGrowthSynthToFinish_pct = 82.7
seqCellArea_um2 = 1600
finish.utilization_pct = 57.1
lay_top_cells = clkdlybuf4s50_1, dfrtp_1, buf_2
final_common_cell = clkdlybuf4s50_1
fill_cells = 434
logic_gates = 0
largestRegisters = ALUOut (64)
largest_reg_flops = 64
layout.area.comb_um2 = 0
largest_register = ALUOut

[synthesis]
yosysTopAreaCell = dfrtp_1
synth_simple_gate_area_share_pct = 0
muxShareOfSynthArea_pct = 0
ys_sh_xor_pct = 0
ys_cells = 65
yosysWarnings = 1
area_leaders = dfrtp_1, inv_1
ys_seq_share_pct = 99.8
yosys_area_um2 = 1610
syn_avg_cell_area_um2 = 24.7
syn_area_um2 = 1610
fa_ha_area_share_pct = 0
synth_cell_types = 2
numSynthFlops = 64
ys_sh_aoi_pct = 0
synthTopLogicFamily = buffers and inverters
netlist.area_leader.share_pct = 99.8
synth_cells = 65

[grt]
grt_pass1_wl_mm = 5.13
grt_max_degree = 25
met2_usage_pct = 20.6
antenna_found_initial = 0
grt_busiest_layer = met2
grt_use_met3_pct = 6.38
track_usage_pct = 12.9
grt_use_met1_pct = 16.3
grt_pass1_vias = 1148
grt-ovfl-total = 0

[power_and_ir_drop]
p_comb_share_pct = 8.0
switchingPower_uw = 981
swShare_pct = 18.3
pwr-share-clk_pct = 40.7
power_density_nw_per_um2 = 1830
ir_drop_v = 0.000990
seqPwrFrac_pct = 51.3
internal_power_uw = 4380
power.leakage_uw = 0.00139

[place]
routabilityCongestion = 0.696
dp_hpwl_mm = 2.61
io_buffers = 129

[flow_run]
warning_count = 27
maxCapViolations = 0

[critical_path]
worstPathCellList = buf_2
worst-setup-path-type = register to primary output
slowest_delay_ns = 0.37
crit_path_start_kind = register
worst_ep_arrival_time_ns = 0.80
cp_max_fo = 1
end_kind = primary output
crit_buf_inv = 1
slowest_stage = dfrtp_1
crit_required_ns = 0.80
crit_family = flip-flops

[clock_network]
cts_tree = done
cts_setup_buffers = 0
cts_resized = 193
path_clk_slew_ns = 0.06
cts_sinks = 64
clk_path_buf_depth = 2
clock-root-buffer = clkbuf_8
htreeDepth = 3
postCtsHoldBufs = 0
cts_made_buffers = 9

[min_path]
min_path_type = input pin to asynchronous set/reset pin

[final_timing]
maxSlewHeadroom_pct = 90.3
hold_viol_final = 0
tns_ns = 0
tightest_slew_ns = 0.145
setup-violations-final = 0
max_freq_mhz = 1000
rsz0062_at_grt = true
fin_crit_ns = 0.999
maxSlewViolCount = 0
min_period_over_period_pct = 99.9

[route]
num_antenna_cells = 0
dr.pass1.iters = 3
avgViaCountPerCell = 3.91
antenna_left = 0
wirelength_mm = 3.56
vias = 1102
routedWlPerCell_um = 12.6
drtIter0Drc = 10
post-route-drc-count = 0
## layer usage
layer | up-vias | wire length (um)
li1 | 484 | -
met5 | - | 0
met4 | 0 | 107
met1 | 524 | 1210
met3 | 11 | 579
met2 | 83 | 1660
## cell type report
type                    instances  share of cell area, %
clock buffers                  12                   5.63
inverters                       1                  0.256
clock inverters                 3                   1.37
well taps                      70                   2.99
flip-flops and latches         64                   54.6
repair buffers                132                   35.2
## power groups by stage
stage         combinational (uW)  clock (uW)  sequential (uW)
finish                       426        2180             2750
global route                 473        2390             2760
CTS                          439        2260             2750
## cells in the mapped netlist, drive strengths merged
library cell / instances
dfrtp: 64
inv: 1
## path summary, 6_finish.rpt
kind                             startpoint          endpoint  cells after the start
worst min-delay path                  rst_n         ALUOut[3]                      3
worst max-delay path             ALUOut[18]  ALU_result_o[18]                      1
min in group clk0          ALU_result_i[13]        ALUOut[13]                      1
max in group asynchronous             rst_n        ALUOut[18]                      3
## kinds of logic after synthesis
| family | Yosys count |
|---|---|
| buf+inv | 1 |
| flops | 64 |
## per-stage QoR
stage	hold WS (ns)	total power, uW	area [um^2]	setup slack (ns)	instances
6_report	0.308	5360	2930	0.00116	282
5_1_grt	0.286	5620	2930	-0.0479	282
4_1_cts	0.293	5450	2930	-0.0248	282
3_5_place_dp	0.648	3360	3050	0.00991	267
3_3_place_gp	0.644	3360	3050	0.00522	267
2_1_floorplan	0.231	2800	1610	0.114	65
Power figures rest on the tool's default switching activity, not on a simulated workload.
